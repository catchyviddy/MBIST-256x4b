`flow/design.v`:
```
module BIST_controller (
  input wire start, rst, clk, stop,
  output wire tmode
);
parameter reset = 1'b 0, test = 1'b 1;
reg current = reset;
always @ (posedge clk) begin
  if (rst)
    current <= reset;
  else
  case(current)
    reset: if (start)
      current <= test;
      else
      current <= reset;
    test: if (stop)
      current <= reset;
      else
      current <= test;
  default:
    current <= reset;
  endcase
end
assign tmode = (current == test) ? 1'b 1 : 1'b 0;
endmodule
module comparator #(parameter wlength=4)(
  input wire clk,
  input wire [wlength-1:0] in1, in2,
  output reg out
);
wire check;
assign check = (in1 == in2) ? 1'b 1 : 1'b 0;
always@(posedge clk) begin
  out <= check;
end
endmodule
module counter #(parameter length = 12)(
  input wire clk, ud, en, rst,
  output wire [length-1:0] q,
  output stop
);
reg [length-1:0] cnt_reg;
always @(posedge clk) begin
  if(rst|stop) cnt_reg <= {length{1'b0}};
  else if (en) begin
    if (ud) begin
      cnt_reg <= cnt_reg + 1;
    end
    else cnt_reg <= cnt_reg - 1;
  end
end
assign q = cnt_reg;
assign stop = cnt_reg[length-1]&cnt_reg[length-2];
endmodule
module decoder #(parameter wlength=4)(
  input wire clk,
  input wire [3:0] in,
  output reg [wlength-1:0] out
);
reg [wlength-1:0] out_temp_reg;
reg negate;
always@(posedge clk) begin
  case(in[2:1])
    'd0: out_temp_reg <= {wlength/4{4'b0000}};
    'd1: out_temp_reg <= {wlength/4{4'b0101}};
    'd2: out_temp_reg <= {wlength/4{4'b0011}};
    default: out_temp_reg <= {wlength{1'bx}};
  endcase
  negate <= in[3]~^in[0];
  out <= negate ? ~out_temp_reg : out_temp_reg;
end
endmodule
module TOP #(parameter wcount=256, wlength=4)(
  input wire start, rst, clk, rwbarin,
  input wire [wlength-1:0] datain,
  input wire [$clog2(wcount)-1:0] address,
  output wire [wlength-1:0] dataout,
  output reg fail
);
wire tmode, ud, cnt_en, rwbar, rwbartest, stop;
wire [$clog2(wcount)-1:0] addrmem, addrtest;
wire [$clog2(wcount)+3:0] count;
wire [wlength-1:0] datamem, datatest, ramout;
wire [3:0] decode_in;
BIST_controller BIST_CTRL (
  .start(start),
  .rst(rst),
  .clk(clk),
  .stop(stop),
  .tmode(tmode)
);
reg [7:0] tmode_ppln;
always@(posedge clk) begin
  tmode_ppln[7:0] <= {tmode_ppln[6:0],tmode};
end
counter #(.length($clog2(wcount)+4)) CNT (
  .clk(clk),
  .ud(ud),
  .en(cnt_en),
  .rst(rst),
  .q(count),
  .stop(stop)
);
reg [6:0] rwbartest_ppln;
always@(posedge clk) begin
  rwbartest_ppln[6:0] <= {rwbartest_ppln[5:3],rwbar,rwbartest_ppln[1:0],rwbartest};
end
assign ud = 1'b1;
assign cnt_en = tmode & tmode_ppln[0];
assign rwbartest = (~count[$clog2(wcount)]) & (~stop);
assign rwbar = (~tmode_ppln[2]) ? rwbarin:rwbartest_ppln[2];
assign addrtest = count[$clog2(wcount)-1:0];
assign decode_in = {count[0],count[$clog2(wcount)+3:$clog2(wcount)+1]};
reg [$clog2(wcount)-1:0] addrtest_ppln0, addrtest_ppln1;
always@(posedge clk) begin
  addrtest_ppln0 <= addrtest;
  addrtest_ppln1 <= addrtest_ppln0;
end
decoder #(.wlength(wlength)) DECODE (
  .clk(clk),
  .in(decode_in),
  .out(datatest)
);
mux #(.length(wlength)) DMUX (
  .clk(clk),
  .sel(tmode_ppln[2]),
  .in0(datain),
  .in1(datatest),
  .out(datamem)
);
mux #(.length($clog2(wcount))) AMUX (
  .clk(clk),
  .sel(tmode_ppln[2]),
  .in0(address),
  .in1(addrtest_ppln1),
  .out(addrmem)
);
single_port_ram #(.wcount(wcount),.wlength(wlength)) RAM_MEM (
  .datain(datamem),
  .addr(addrmem),
  .we(rwbar),
  .clk(clk),
  .dataout(ramout)
);
reg [wlength-1:0] ramout_ppln0;
always@(posedge clk) begin
  ramout_ppln0 <= ramout;
end
reg [wlength-1:0] datatest_ppln0, datatest_ppln1, datatest_ppln2, datatest_ppln3;
always@(posedge clk) begin
  datatest_ppln0 <= datatest;
  datatest_ppln1 <= datatest_ppln0;
  datatest_ppln2 <= datatest_ppln1;
  datatest_ppln3 <= datatest_ppln2;
end
comparator #(.wlength(wlength)) COMP (
  .clk(clk),
  .in1(datatest_ppln3),
  .in2(ramout_ppln0),
  .out(eq)
);
always @(posedge clk) begin
  if (rst) fail <= 1'b0;
  else begin
    if (tmode_ppln[7] && ~rwbartest_ppln[6]) begin
      case(eq)
      'd1: fail <= 1'b0;
      default: fail <= 1'b1;
      endcase
    end
    else fail <= 1'b0;
  end
end
assign dataout = ramout;
endmodule
module mux #(parameter length=4)(
  input clk,
  input sel,
  input wire [length-1:0] in0, in1,
  output reg [length-1:0] out
);
always@(posedge clk) begin
  case(sel)
    'd0: out <= in0;
    'd1: out <= in1;
    default: out <= {length{1'bx}};
  endcase
end
endmodule
module single_port_ram #(parameter wcount=256, wlength=4) (
  input wire [wlength-1:0] datain,
  input wire [$clog2(wcount)-1:0] addr,
  input wire we, clk,
  output reg [wlength-1:0] dataout
);
reg [wlength-1:0] ram1[(wcount/8)-1:0];
reg [wlength-1:0] ram2[(wcount/8)-1:0];
reg [wlength-1:0] ram3[(wcount/8)-1:0];
reg [wlength-1:0] ram4[(wcount/8)-1:0];
reg [wlength-1:0] ram5[(wcount/8)-1:0];
reg [wlength-1:0] ram6[(wcount/8)-1:0];
reg [wlength-1:0] ram7[(wcount/8)-1:0];
reg [wlength-1:0] ram8[(wcount/8)-1:0];
reg [2:0] mem_sel, mem_sel_reg;
reg [$clog2(wcount)-4:0] mem_addr, mem_addr_reg;
reg [wlength-1:0] datain_reg, dataout_buffer1, dataout_buffer2, dataout_buffer3, dataout_buffer4, dataout_buffer5, dataout_buffer6, dataout_buffer7, dataout_buffer8;
reg we_reg;
always@(posedge clk) begin
  mem_sel <= addr[$clog2(wcount)-1:$clog2(wcount)-3];
  mem_addr <= addr[$clog2(wcount)-4:0];
  datain_reg <= datain;
  we_reg <= we;
  if (we_reg) begin
    case(mem_sel)
      'd0: ram1[mem_addr] <= datain_reg;
      'd1: ram2[mem_addr] <= datain_reg;
      'd2: ram3[mem_addr] <= datain_reg;
      'd3: ram4[mem_addr] <= datain_reg;
      'd4: ram5[mem_addr] <= datain_reg;
      'd5: ram6[mem_addr] <= datain_reg;
      'd6: ram7[mem_addr] <= datain_reg;
      'd7: ram8[mem_addr] <= datain_reg;
      default: ;  
    endcase
  end
  dataout_buffer1 <= ram1[mem_addr];
  dataout_buffer2 <= ram2[mem_addr];
  dataout_buffer3 <= ram3[mem_addr];
  dataout_buffer4 <= ram4[mem_addr];
  dataout_buffer5 <= ram5[mem_addr];
  dataout_buffer6 <= ram6[mem_addr];
  dataout_buffer7 <= ram7[mem_addr];
  dataout_buffer8 <= ram8[mem_addr];
  mem_sel_reg <= mem_sel;
end
always@(*) begin
  case(mem_sel_reg)
    'd0: dataout = dataout_buffer1;
    'd1: dataout = dataout_buffer2;
    'd2: dataout = dataout_buffer3;
    'd3: dataout = dataout_buffer4;
    'd4: dataout = dataout_buffer5;
    'd5: dataout = dataout_buffer6;
    'd6: dataout = dataout_buffer7;
    'd7: dataout = dataout_buffer8;
    default: ;  
  endcase
end
endmodule
```
`flow/run.sh`:
```
#!/bin/bash
# OpenROAD 26Q1-2900-gdf79404cd8, Yosys 0.63+post, stock flow scripts
make -C /OpenROAD-flow-scripts/flow DESIGN_CONFIG=/design/flow/config.mk WORK_HOME=/design/flow/orfs finish
```
`flow/config.mk`:
```
export PLATFORM = sky130hd
export DESIGN_NAME = TOP
export DESIGN_NICKNAME = TOP
export VERILOG_FILES = /design/flow/design.v
export SDC_FILE = /design/flow/constraint.sdc
export NUM_CORES = 4
export LEC_CHECK = 1
export CORE_UTILIZATION = 30
```
`flow/constraint.sdc`:
```
current_design TOP

set clk_period 13.9
set clk_io_pct 0.2

create_clock -name clk0 -period $clk_period [get_ports {clk}]

set non_clock_inputs [all_inputs -no_clocks]
set_input_delay [expr $clk_period * $clk_io_pct] -clock clk0 $non_clock_inputs
set_output_delay [expr $clk_period * $clk_io_pct] -clock clk0 [all_outputs]
```
==> reports/results.ini <==
[outcome]
outcome=finished clean

[setup_path]
cp-start-kind=register
reg2reg_slack_ns=9.61
max_stage_delay_ns=0.63
critPathRequiredTime_ns=11.12
arrival_ns=2.60
cp_slowest_cell=dfxtp_1
worstSetupPathType=reg2out
critical_path.max_fanout=15
path_cells=mux4_2 -> mux2_2 -> clkdlybuf4s50_1
cp-end-kind=output port

[logic_synthesis]
post_synth.cell_area_avg_um2=16.67
synth_top_cell_by_area=edfxtp_1
ys_cells=2621
ys_ff=1157
flop_cell=edfxtp_1
topCellsByArea=edfxtp_1 (70%), mux2i_1 (12%), dfxtp_1 (6.1%)
top_area_frac=0.7039
netlist_instances=2621
ys_seq_share=0.7649
async_reset_ff_frac=0
synth-edff-count=1024
yosys_warnings=9
syn_area_um2=43680
common_cells=edfxtp_1 (1024), mux2i_1 (515), nor2_1 (273)
yosys.cell_types.count=41
yosysChipArea_um2=43680
yosys.cell_count.top_type=edfxtp_1

[global_route]
grt_max_degree=156
grt_antenna_before_repair=5
grt_pass1_wl_um=163000
track_usage=0.1628
grt_overflow_total=0
grt_pass1_vias=23449

[detailed_routing]
totalWireLength_um=113700
dr.pass1.iters=5
via_per_inst=4.900
ant_nets=0
initialDrtViolationCount=1587
drc=0
wl_per_cell_um=24.25
via_count=22965

[clocking]
cts_max_level=3
numCtsBuffers=114
worstSkewPairLatency_ns=0.68
root_buffer=clkbuf_16
cts.sinks=1157
cts_tree=built
ctsHoldBuffers=0
cts_setup_buffers=0
cts_resized=0
clk_pin_slew_worst_paths_ns=0.06
clockBufferDepth=3

[timing]
rsz0062_at_grt=no
clock.fmax_mhz=186.0
tightest_slew_ns=0.9615
finalSetupViolations=0
fin_skew_ns=0.01743
period_used_share=0.3868
min_period_ns=5.377
setup_slack_ns=8.523
hold_violations=0
setup_tns_ns=0
slew_headroom=0.3590
final_max_slew_viol_count=0

[place]
io_buffers=20
gp_congestion=0.8885
pre_cts_slack_ns=9.165
placed_cells=4471
hpwl_um=69220

[layout]
area_growth_syn_to_layout_pct=14.36
drive_above_1_share=0.1028
stdcell_count=4687

[floorplan]
die_w_um=383.6
die_h_um=383.6
rows=139
core_um2=144000
die_area_um2=147100
io_pins=21
core_util_floorplan=0.3033

[pwr]
p_leak_nw=16.02
peakVddDrop_mv=0.1019
cellPowerDensity_nw_per_um2=148.2

[run]
warning_count=34
maxCapViolations=0

[min_path]
hold_class=reg2reg

==> through the flow <==
stage	utilization	hold WS (ns)	power, W	cell area [um^2]
2_1_floorplan	-	0.3096	0.004244	43680
3_3_place_gp	0.3209	0.3101	0.004423	46200
3_5_place_dp	0.3209	0.3121	0.004424	46200
4_1_cts	0.3469	0.3230	0.007451	49950
5_1_grt	0.3469	0.3281	0.007610	49950
6_report	0.3469	0.3238	0.007402	49950
==> critical path: cells and delay by family, from the launching register on <==
kind                   cells  cell delay [ns]
buffers and inverters      1             0.41
multiplexers               2             0.88
flip-flops                 1             0.63
==> logic make-up after synthesis <==
group	count (synthesis)	share of synthesized area
AOI/OAI and AO/OA	273	0.03895
xor gates and xnor gates	17	0.003409
adders and majority gates	4	0.001146
buffers and inverters	162	0.01853
DFF	1157	0.7649
muxes	533	0.1237
and+or+nand+nor	475	0.04941
==> power by group <==
group	leakage, nW	internal [W]	total, W	switching [W]
combinational	3.95	0.000137	0.000435	0.000298
clock	1.84	0.00179	0.00305	0.00126
sequential	10.2	0.00387	0.00392	0.0000496
==> cell usage in the layout (no fill, tap or decap), types with 5 or more instances in the layout <==
master           instances
edfxtp_1              1024
nand3_1                 17
xor2_1                  15
nor2b_1                  8
clkbuf_16              119
inv_1                    5
nor4_1                  65
clkdlybuf4s50_1         20
clkbuf_8                 6
dfxtp_1                128
bufinv_16               11
nand4bb_2                6
clkinv_1                26
o21ai_0                  6
a21oi_1                  5
mux2_2                  14
o22ai_1                256
nor2_1                 273
clkbuf_1                21
mux2i_1                515
dfxtp_4                  5
nand2_1                 74
clkinv_2                23
buf_4                   80
==> area by class of cell <==
| cell class | count | area [um^2] |
|---|---|---|
| well taps | 1903 | 2381 |
| clock inverters | 68 | 605.6 |
| inverters | 5 | 18.77 |
| fillers | 13449 | 94050 |
| flip-flops and latches | 1157 | 33430 |
| repair buffers | 104 | 880.8 |
| multi-input cells | 1302 | 9493 |
| diodes | 2 | 5.005 |
| clock buffers | 146 | 3139 |
==> path summary, 6_finish.rpt <==
kind	end	from	cells after the start
setup / recovery	dataout[3]	RAM_MEM.mem_sel_reg[1]	3
hold / removal	RAM_MEM.datain_reg[1]	DMUX.out[1]	0
setup reg to reg	RAM_MEM.dataout_buffer3[3]	RAM_MEM.mem_addr[1]	8
hold reg to reg	RAM_MEM.datain_reg[1]	DMUX.out[1]	0
==> routing by layer <==
layer | routed length [um] | vias up | share of wire | GRT usage
met5 | 264 | - | 0.0023 | 0.01137
met3 | 14910 | 226 | 0.13 | 0.09802
met4 | 3841 | 12 | 0.034 | 0.04338
met2 | 53360 | 992 | 0.47 | 0.2491
met1 | 41300 | 11383 | 0.36 | 0.1975
li1 | - | 10352 | - | -
No activity file was given, so power comes from the tool's default toggle rates.
